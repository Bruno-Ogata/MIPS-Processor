<file path="./config.mk">
export PLATFORM = sky130hd
export DESIGN_NAME = ULA
export DESIGN_NICKNAME = ULA
export VERILOG_FILES = /design/flow/design.v
export SDC_FILE = /design/flow/constraint.sdc
export NUM_CORES = 4
export LEC_CHECK = 1
export CORE_UTILIZATION = 50
</file>
<file path="./constraint.sdc">
current_design ULA

set clk_period 254.3
set clk_io_pct 0.2

create_clock -name clk0 -period $clk_period

set non_clock_inputs [all_inputs -no_clocks]
set_input_delay [expr $clk_period * $clk_io_pct] -clock clk0 $non_clock_inputs
set_output_delay [expr $clk_period * $clk_io_pct] -clock clk0 [all_outputs]
</file>
<file path="./run.sh">
#!/bin/bash
# OpenROAD 26Q1-2900-gdf79404cd8, Yosys 0.63+post, stock flow scripts
make -C /OpenROAD-flow-scripts/flow DESIGN_CONFIG=/design/flow/config.mk WORK_HOME=/design/flow/orfs finish
</file>
<file path="./design.v">
module ULA(zero, dados1, ALU_Ctrl, dados2, resultado);
input [31:0] dados1;
input [31:0] dados2;
input [5:0] ALU_Ctrl;
output zero;
output reg [31:0] resultado;
always @(ALU_Ctrl, dados1, dados2)
	begin
		 case(ALU_Ctrl[5:0])
		 6'b000000: resultado = dados1 + dados2;  
		 6'b000001:	resultado = dados1 - dados2;  
		 6'b000010: resultado = dados1 * dados2;  
		 6'b000011:	resultado = dados1 / dados2;  
		 6'b000100: resultado = dados1 | dados2;  
		 6'b000101: resultado = dados1 & dados2;  
		 6'b000110: resultado = ~(dados1);  
		 6'b001000: resultado = dados1 ^ dados1;  
		 6'b001001: resultado = ~(dados1 | dados2);  
		 6'b001010: resultado = dados1 ~^ dados2;  
		 6'b000111: begin  
					if (dados1 < dados2)
					begin
						resultado = 1;
					end
					else
					begin
						resultado = 0;
					end
				end
		 6'b100000: resultado = 0;  
		 6'b100001: resultado = (dados1 == dados2) ? 0 : 1;  
		 6'b100011: resultado = (dados1 != dados2) ? 0 : 1;  
		 6'b100100: resultado = ((dados1 < dados2) || (dados1 == dados2)) ? 1 : 0;  
		 6'b100101: resultado = ((dados1 > dados2) || (dados1 == dados2)) ? 1 : 0;  
		default: resultado = 0;
		endcase
	end
	assign zero = (resultado == 0);
endmodule
</file>
==> impl_metrics.env <==
# physical design summary
export IMPL_post_route_util=0.5369
export IMPL_final_setup_tns_ns=0
export IMPL_cts_resized=0
export IMPL_crit_required_ns=203.44
export IMPL_initialDrtViolationCount=5943
export IMPL_hold_viol_final=0
export IMPL_nClkBuffers=0
export IMPL_yosys_area_top_type_share=0.1847
export IMPL_ys_types=106
export IMPL_slowest_delay_ns=0.92
export IMPL_warnings=100
export IMPL_ys_cells=7132
export IMPL_detailroute_via_count=55130
export IMPL_switching_power_uw=389.8
export IMPL_io_buffer_count=103
export IMPL_cp_startpoint="dados2[24]"
export IMPL_drive_gt1_frac=0.05802
export IMPL_p_sw_frac=0.6012
export IMPL_via_per_inst=6.484
export IMPL_finalCritPeriodShare=0.7420
export IMPL_syn_to_final_growth_pct=6.152
export IMPL_io_pin_count=103
export IMPL_synthTopCellsByArea="ha_1 18%, fa_1 16%, nand2_1 6.8%, inv_1 5.2%, nor2_1 5.1%"
export IMPL_grt_max_degree=38
export IMPL_grt_usage=0.4642
export IMPL_holdWs_ns=103.41
export IMPL_post_cts_buffers=0
export IMPL_final_common_cell="nand2_1"
export IMPL_postCtsHoldBufs=0
export IMPL_antenna_found_initial=16
export IMPL_dr_pass1_iters=9
export IMPL_maxSlewViolCount=0
export IMPL_fp_util=0.5058
export IMPL_status="complete, no violations"
export IMPL_lay_top_cells="915 x nand2_1, 750 x ha_1, 692 x nor2_1"
export IMPL_die_w_um=320.8
export IMPL_setup_viol=0
export IMPL_finalNonFillerCells=8502
export IMPL_final_area_um2=53930
export IMPL_vdd_drop_max_uv=29.55
export IMPL_path_max_fanout=37
export IMPL_row_count=116
export IMPL_die_height_um=320.8
export IMPL_hold_path_class="input port to primary output"
export IMPL_worstPathArrival_ns=137.84
export IMPL_ys_sh_mux=0.02229
export IMPL_worstHoldStart="ALU_Ctrl[1]"
export IMPL_seq_area_um2=0
export IMPL_synth_area_um2=50800
export IMPL_simple_gate_share=0.2250
export IMPL_dp_hpwl_um=185400
export IMPL_wl_um=234700
export IMPL_placed_cell_area_um2=53900
export IMPL_overflow=0
export IMPL_tightest_slew_ns=1.179
export IMPL_grt_pass1_vias=51566
export IMPL_netlist_instances=7132
export IMPL_top_logic_kind="adder cells"
export IMPL_rsz0062_at_grt="no"
export IMPL_yosys_warnings=1
export IMPL_grt_pass1_wl_um=342200
export IMPL_synth_seq_share=0
export IMPL_ys_sh_adder=0.3463
export IMPL_syn_area_per_cell_um2=7.123
export IMPL_crit_path_start_kind="input port"
export IMPL_ant_nets=0
export IMPL_top_area_cell="ha_1"
export IMPL_p_per_area_nw_per_um2=12.02
export IMPL_gp_congestion=1.110
export IMPL_cap_violations=0
export IMPL_drc=0
export IMPL_xor_share=0.07258
export IMPL_fp_dieArea_um2=102900
export IMPL_relSlewSlack=0.2102
export IMPL_p_leak_nw=25.79
export IMPL_ys_area_um2=50800
export IMPL_dpl_cell_count=8492
export IMPL_ff_count=0
export IMPL_setup_worst_path_end_class="primary output"
export IMPL_ys_sh_aoi=0.2594
export IMPL_cpMaxStageDelayCell="a211oi_1"
export IMPL_timing_fmax_mhz=5.299
export IMPL_wire_per_inst_um=27.61
export IMPL_internal_power_uw=258.5
export IMPL_crit_top_cell="ha_1"
export IMPL_period_needed_ns=188.70
export IMPL_core_area_um2=100400
export IMPL_crit_type="input port to primary output"
worst paths after layout:
kind / slack (ns) / depth (start not counted) / to
worst max-delay path: 65.60 / 297 / zero
worst min-delay path: 103.41 / 7 / resultado[25]
power by group through the flow:
| stage | registers, mW | logic, mW | clock network (mW) |
|---|---|---|---|
| CTS | 0 | 0.635 | 0 |
| global route | 0 | 0.715 | 0 |
cells in the mapped netlist (25+ instances only):
| master | instances |
|---|---|
| or3_1 | 64 |
| ha_1 | 750 |
| nand2_1 | 915 |
| o22ai_1 | 39 |
| o2111ai_1 | 25 |
| a211o_1 | 31 |
| o221ai_1 | 30 |
| nand2b_1 | 61 |
| o31a_1 | 26 |
| buf_1 | 40 |
| xor2_1 | 157 |
| a2111oi_0 | 30 |
| and2_1 | 56 |
| o31ai_1 | 47 |
| and3_1 | 51 |
| mux2_2 | 61 |
| a21boi_0 | 26 |
| inv_1 | 701 |
| fa_1 | 410 |
| a211oi_1 | 60 |
| nor3_1 | 188 |
| a21oi_1 | 489 |
| o21bai_1 | 53 |
| nor4_1 | 42 |
| clkbuf_1 | 235 |
| a31oi_1 | 80 |
| nand4_1 | 62 |
| nand3_1 | 146 |
| or2_2 | 57 |
| xnor2_1 | 264 |
| o211ai_1 | 64 |
| mux2i_1 | 43 |
| o21a_1 | 140 |
| nor2_1 | 695 |
| a21o_1 | 207 |
| nor2b_1 | 58 |
| o21ai_0 | 329 |
per-stage QoR:
step / worst slack [ns] / total power [mW]
3_3_place_gp: 68.72 / 0.6290
4_1_cts: 68.11 / 0.6348
6_report: 65.60 / 0.6483
2_1_floorplan: 82.56 / 0.4485
5_1_grt: 61.32 / 0.7154
3_5_place_dp: 68.54 / 0.6294
area by class of cell:
cell class | instances | area, µm²
fillers | 9847 | 46510
diodes | 10 | 25.02
repair buffers | 294 | 2460
multi-input cells | 6134 | 47090
well taps | 1357 | 1698
inverters | 707 | 2654
critical path: cells and delay by family:
family,cells,cell delay (ns)
compound gates,153,44.00
simple gates,86,24.09
fa+ha+maj,31,10.38
buf+inv,24,7.13
mux,3,1.07
metal layers:
layer  vias up  part of all wire  global-route usage
met5         -           0.00049            0.007092
met4        18             0.068              0.2410
li1      25188                 -                   -
met2      3246              0.39              0.6341
met1     25902              0.40              0.6301
met3       776              0.14              0.1892
cell families after synthesis:
kind of cell,after synthesis
multiplexers,105
adder cells (fa/ha/maj),1160
buffers and inverters,998
AND/OR/NAND/NOR,2496
AND-OR/OR-AND,1952
XOR/XNOR,421
No activity file was given, so power comes from the tool's default toggle rates.
