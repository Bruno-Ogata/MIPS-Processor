==> flow/design.v <==
module Registradores
(
    input Clock,
	 input Reset,
    input Reg_Write,
    input [4:0] Reg_1,
    input [4:0] Reg_2,
    input [4:0] Reg_escrita,
    input [31:0] Reg_dados,
	 input [31:0] Counter_Halt,
    output [31:0] Rs,
    output [31:0] Rt,
    output [31:0] Rd,
	 output [31:0] Rpc,
	 output [31:0] Rspc
);
	reg [31:0] registradores [31:0];
	integer i;
	always @ (posedge Clock)
	begin
		 if (Reg_Write == 1) begin
			  registradores[Reg_escrita] = Reg_dados;
		 end 
		 registradores[5'b11000] = Counter_Halt;
	end
	assign Rs = registradores[Reg_1];
	assign Rt = registradores[Reg_2];
	assign Rd = registradores[Reg_escrita];
	assign Rpc = registradores[5'b11001];
	assign Rspc = registradores[5'b11010];
endmodule
==> flow/run.sh <==
#!/bin/bash
# OpenROAD 26Q1-2900-gdf79404cd8, Yosys 0.63+post, stock flow scripts
make -C /OpenROAD-flow-scripts/flow DESIGN_CONFIG=/design/flow/config.mk WORK_HOME=/design/flow/orfs finish
==> flow/config.mk <==
export PLATFORM = sky130hd
export DESIGN_NAME = Registradores
export DESIGN_NICKNAME = Registradores
export VERILOG_FILES = /design/flow/design.v
export SDC_FILE = /design/flow/constraint.sdc
export NUM_CORES = 4
export LEC_CHECK = 1
export CORE_UTILIZATION = 30
==> flow/constraint.sdc <==
current_design Registradores

set clk_period 10.4
set clk_io_pct 0.2

create_clock -name clk0 -period $clk_period [get_ports {Clock}]

set non_clock_inputs [all_inputs -no_clocks]
set_input_delay [expr $clk_period * $clk_io_pct] -clock clk0 $non_clock_inputs
set_output_delay [expr $clk_period * $clk_io_pct] -clock clk0 [all_outputs]
==> changes_impl.md <==
### Metrics

* Status: finished clean
* Antenna-violating nets left at 0
* Leakage Power at 22.79 nW
* Clock network fraction of total power at 40.5%
* Final Instance Area at 64640 um^2
* # DRC at 0
* Filler cell count at 17220
* Synth area leaders: edfxtp_1 (54%), mux2i_1 (18%), mux4_2 (10%)
* Worst setup endpoint: Rs[14]
* Htree depth at 3
* Area Growth Syn to Fin at 16.22%
* Peak Freq at 129.1 MHz
* Fp util at 30.28%
* Die Area at 187100 um^2
* Combinational gate area at 23780 um^2
* Met3 wire len at 29530 um
* Post-synth ARST share at 0%
* Seq share, synth at 54.71%
* Syn avg cell area at 14.27 um^2
* Via count at 38160
* Synth unique cells at 30
* CTS tree: done
* Worst endpoint data arrival time at 5670 ps
* Ys Warns at 1
* Initial DRC Count at 2531
* Seq pwr share at 47.4%
* Post-route setup TNS at 0 ps
* Rows at 157
* Die width at 432.6 um
* Post-Syn Instances at 3899
* Rel. slew slack at 36.11%
* Worst hold path class: input pin to flop
* Final Wtd Congestion at 0.9213
* PortBufs at 240
* Post-synth top area cell: edfxtp_1
* Sequential cell area at 30430 um^2
* Synth top cell by count: mux2i_1
* Drt via density at 5.763
* Initial antenna violation count at 9
* Die height at 432.6 um
* Vias in the first global route at 40310
* Most instantiated cells after synthesis: mux2i_1 (1024), edfxtp_1 (992), a22oi_1 (320)
* Sw frac at 24.29%
* Max Used Layer: met5
* Cts hold-fix bufs at 0
* Crit path kind: input pin to output port
* Ys flops at 1024
* Critical Path Source Type: input pin
* Clock transition at path regs at 60 ps
* Dpl hpwl at 119000 um
* Synth Flop Type: edfxtp_1
* Total grt overflow at 0
* 1st-pass router iterations at 5
* Post_cts resized at 0
* Internal power at 7.381 mW
* EDFF count, synth at 992
* Core box area at 183700 um^2
* Mapped cell area at 55620 um^2
* Met1 WL at 66190 um
* P_sw at 2.368 mW
* Setup Buffers After CTS at 0
* Period minus WS final at 7749 ps
* Worst vdd ir at 0.1294 mV
* Largest type area fraction at 53.56%
* Post-route clock period utilization at 74.51%
* Overall routed net length at 198400 um
* First-pass GRT wire length at 278700 um
* Max-slew violations at 0
* GRT Total Usage at 22.06%
* Placed cell area at 61030 um^2
* Max reg flops at 1024
* Worst-case clock buffer depth at 3
* Worst-Margin Slew at 956.4 ps
* TritonCTS Sinks at 1024
* P per Cell Area at 150.8 nW/um^2
* Unrepaired setup endpoints after global routing: false
* Reported max-cap violation count at 0
* Proportion of layout cells with a drive suffix above 1 at 15.11%
* Crit path launch: Reg_1[0]
* Area figure in the yosys stat output at 55620 um^2
* Final count of negative-setup-slack endpoints at 0
* Pin count of the biggest net entering global routing at 100
* Critical Path End Type: output port
* Count of final hold-check violations at 0
* WP data required at 8320 ps
* OpenROAD warnings at 27
* Metal2 WL at 91300 um
* Number of buffers created by CTS at 109
* Gate power share at 12.1%
* Number of cells in Yosys stat at 3899
* Clock tree root buffer cell: clkbuf_16
* Avg WL per Cell at 29.97 um
* CP max FO at 38
* # IOs at 242
-- power by group through the flow --
stage / sequential (mW) / clock (mW) / combinational (mW)
CTS: 4.62 / 4.02 / 1.18
global route: 4.62 / 4.17 / 1.25
finish: 4.62 / 3.95 / 1.18
-- metrics by stage --
stage	total power [mW]	setup slack [ps]	std cells	utilization (%)	hold WS, ps
finish	9.750	2651	6621	35.19	1768
global route	10.04	2591	6619	35.19	1740
CTS	9.812	2745	6619	35.19	1720
detailed placement	5.872	2748	6415	33.23	2532
global placement	5.870	2752	6415	33.23	2537
floorplan	5.349	4989	3899	-	2108
-- cells by family (layout without fill, tap and decap cells) --
| group | Yosys count | after routing | share of synthesized area, % |
|---|---|---|---|
| AND-OR/OR-AND | 704 | 704 | 8.782 |
| AND/OR/NAND/NOR | 549 | 549 | 4.589 |
| buffers and inverters | 342 | 598 | 3.129 |
| flip-flops | 1024 | 1024 | 54.71 |
| multiplexers | 1280 | 1280 | 28.79 |
| other | 0 | 2 | 0 |
-- critical path, cell delays in order --
cell and delay, ps:
clkdlybuf4s50_1 640, nor2b_4 190, buf_4 510, buf_4 730, a22o_1 230, nor3_1 60, a31oi_1 340, nand3_1 330
clkdlybuf4s50_1 510
-- cell type report --
| cell class | count | area share [%] |
|---|---|---|
| diodes | 2 | 0.007742 |
| clock buffers | 132 | 4.415 |
| clock inverters | 72 | 1.163 |
| multi-input cells | 2533 | 36.78 |
| flip-flops and latches | 1024 | 47.07 |
| well taps | 2464 | 4.769 |
| repair buffers | 394 | 5.787 |
-- routing by layer --
layer	vias up	global-route usage [%]
met4	14	10.06
met2	2483	33.44
li1	16260	-
met3	553	14.30
met5	-	0.7546
met1	18850	24.16
-- how the worst min path moves through the flow --
stage | cells after the start | startpoint | slack (ps) | to
6_report | 1 | Counter_Halt[9] | 1770 | registradores[24][9]
5_1_grt | 1 | Counter_Halt[25] | 1740 | registradores[24][25]
4_1_cts | 1 | Counter_Halt[25] | 1720 | registradores[24][25]
-- layout by cell type (no fill, tap or decap), types with 5 or more instances in the layout --
cell             instances
mux2i_1               1024
edfxtp_1               992
a22oi_1                320
mux4_2                 256
clkdlybuf4s50_1        236
nand2_1                194
nand3_1                194
a21oi_1                192
buf_4                  141
a22o_1                 128
clkbuf_16              109
nor3_1                  64
a31oi_1                 64
nor2_4                  34
nand4_1                 32
dfxtp_1                 32
clkinv_1                27
clkbuf_1                19
clkinv_2                18
bufinv_16               15
buf_12                  13
clkinvlp_4               5
Power and IR drop assume default switching activity.
